<file path="/design/flow/design.v">
`timescale 1ns / 1ps
module Counter_BCD(input clk,enable,reset,input [3:0] d_load,input [3:0] d_reset, input load,output reg [3:0] q);
    always @ (posedge clk) begin
        if (reset)
            q<=d_reset;
        else begin
            if (load==1)
            	q <= d_load;
            else begin
                if (enable == 1) begin
            		q <= q + 1;
                	if(q == 9)
                    	q<=0;
                end
            end
        end 
    end
endmodule
`timescale 1ns / 1ps
module Digital_Clock(
    input clk,
    input reset,
    input ena,
    input [7:0] hh_in,
    input [7:0] mm_in,
    input [7:0] ss_in,
    input load,
    input put_alarm,
    input stop_alarm,
    output [7:0] hh,
    output [7:0] mm,
    output [7:0] ss,
    output reg alarm
    );
    parameter Alarm_Ring = 2, Alarm_ON = 1, Alarm_OFF = 0;
    reg [7:0] hh_al, mm_al, ss_al;
    reg [1:0] present, next;
    Counter_BCD ss1 (clk,ena,reset,ss_in[3:0],4'b0000,load,ss[3:0]);
    Counter_BCD ss2 (clk,ss[3]&&ss[0]&&ena,reset||(ss[6]&&ss[4]&&ss[3]&&ss[0]),ss_in[7:4],4'b0000,load,ss[7:4]);
    Counter_BCD mm1 (clk,ss[6]&&ss[4]&&ss[3]&&ss[0]&&ena,reset,mm_in[3:0],4'b0000,load,mm[3:0]);
    Counter_BCD mm2 (clk,mm[3]&&mm[0]&&ss[6]&&ss[4]&&ss[3]&&ss[0]&&ena,reset||(mm[6]&&mm[4]&&mm[3]&&mm[0]&&ss[6]&&ss[4]&&ss[3]&&ss[0]),mm_in[7:4],4'b0000,load,mm[7:4]);
    Counter_BCD hh1 (clk,mm[6]&&mm[4]&&mm[3]&&mm[0]&&ss[6]&&ss[4]&&ss[3]&&ss[0]&&ena,reset||(hh[5]&&hh[1]&&hh[0]&&mm[6]&&mm[4]&&mm[3]&&mm[0]&&ss[6]&&ss[4]&&ss[3]&&ss[0]),hh_in[3:0],4'b0000,load,hh[3:0]);
    Counter_BCD hh2 (clk,hh[3]&&hh[0]&&mm[6]&&mm[4]&&mm[3]&&mm[0]&&ss[6]&&ss[4]&&ss[3]&&ss[0]&&ena,reset||(hh[5]&&hh[1]&&hh[0]&&mm[6]&&mm[4]&&mm[3]&&mm[0]&&ss[6]&&ss[4]&&ss[3]&&ss[0]),hh_in[7:4],4'b0000,load,hh[7:4]);
    always @ (*) begin
        casez({present,put_alarm&&!load,stop_alarm})
            {Alarm_OFF, 1'b0, 1'bz}: next = Alarm_OFF;
            {Alarm_OFF, 1'b1, 1'bz}: next = Alarm_ON;
            {Alarm_ON, 1'bz, 1'b0}: next = Alarm_ON;
            {Alarm_ON, 1'bz, 1'b1}: next = Alarm_OFF;
            {Alarm_Ring, 1'bz, 1'b0}: next = Alarm_Ring;
            {Alarm_Ring, 1'bz, 1'b1}: next = Alarm_OFF;
        endcase
    end
    always @ (posedge clk) begin
        if (reset)
            present <= Alarm_OFF;
        else begin
            present <= next;
            if (present == Alarm_OFF && put_alarm&&!load == 1)
                {hh_al,mm_al,ss_al} <= {hh_in,mm_in,ss_in};
            if (present == Alarm_ON) begin
                if ({hh,mm,ss}=={hh_al,mm_al,ss_al})
                    present <= Alarm_Ring;
            end
        end
    end    
    always @ (*) begin
        case (present)
            Alarm_OFF: alarm = 0;
            Alarm_ON: alarm = 0;
            Alarm_Ring: alarm = 1;
        endcase
    end
endmodule
</file>
<file path="/design/flow/config.mk">
export PLATFORM = sky130hd
export DESIGN_NAME = Digital_Clock
export DESIGN_NICKNAME = Digital_Clock
export VERILOG_FILES = /design/flow/design.v
export SDC_FILE = /design/flow/constraint.sdc
export NUM_CORES = 4
export LEC_CHECK = 1
export CORE_UTILIZATION = 30
</file>
<file path="/design/flow/constraint.sdc">
current_design Digital_Clock

set clk_period 2.5
set clk_io_pct 0.2

create_clock -name clk0 -period $clk_period [get_ports {clk}]

set non_clock_inputs [all_inputs -no_clocks]
set_input_delay [expr $clk_period * $clk_io_pct] -clock clk0 $non_clock_inputs
set_output_delay [expr $clk_period * $clk_io_pct] -clock clk0 [all_outputs]
</file>
<file path="/design/flow/run.sh">
#!/bin/bash
# OpenROAD 26Q1-2900-gdf79404cd8, Yosys 0.63+post, stock flow scripts
make -C /OpenROAD-flow-scripts/flow DESIGN_CONFIG=/design/flow/config.mk WORK_HOME=/design/flow/orfs finish
</file>
==> flow_summary.ini <==
; generated from flow reports
[timing]
period_needed_ns = 1.95
unclocked_pins = 3
finalSetupTns_ns = 0
untimed_endpoints = 4
max_slew_margin_pct = 69.3
hold_violations = 0
slew_viol_final = 0
max_freq_mhz = 512
finalCritPeriodShare_pct = 78.1
rsz0062_at_grt = no
worst_pin_slew_ns = 0.457
clock_skew_ns = 0.0108
setup-violations-final = 0
hold_slack_ns = 0.591

[critical_path]
r2r_start = ss1.q[0]
cp_slowest_cell = dfxtp_1
crit_fanout = 9
endpoint_kind = output pin
critPathBufInv = 1
crit_path_cell_trace = clkdlybuf4s50_1
crit_type = register to output pin
cp_top_family = flip-flops
max_stage_delay_ns = 0.61
required_ns = 2.00
startpoint = ss1.q[0]
cp.arrival_ns = 1.45
startpoint_type = register

[die]
die_width_um = 95.5
fp_util_pct = 31.4
num_rows = 33
chipArea_sq_mm = 0.00912
ios = 55
coreArea_sq_mm = 0.00834
dieHeight_um = 95.5

[global_route]
grt_pass1_wl_um = 10200
met1_usage_pct = 24.6
grt_max_degree = 26
grt_pass1_vias = 1962
busiest_layer = met1
grtUsageMet2_pct = 22.7
antenna_found_initial = 0
gr-total-overflow = 0
use_met3_pct = 3.16
grtUsageTotal_pct = 15.3

[logic_synthesis]
xor_share_pct = 12.4
ys_sh_mux_pct = 2.43
adder_share_pct = 0
synthTopLogicFamily = simple AND/OR/NAND/NOR gates
syn_inst = 255
avgSynthCellArea_sq_um = 10.3
synth_warnings = 2
ys_cells = 255
netlist_area_sq_mm = 0.00262
common_cells = dfxtp_1, edfxtp_1, xnor2_1
top_cell_area_share_pct = 27.5
ys_ff = 53
flop_cell = dfxtp_1
edf_count = 24
ys_sh_aoi_pct = 12.3
yosys-stat-area_sq_mm = 0.00262
synthTopCellsByArea = edfxtp_1, dfxtp_1, xnor2_1
simple_gate_area_share_pct = 19.6
synth_top_cell_by_area = edfxtp_1
synth.distinct_cells = 43
synthArstFlopShare_pct = 0
most_common_cell = dfxtp_1

[clock_tree]
post_cts_buffers = 0
cts_tree = yes
cts_hold_buf = 0
cts_resized = 0
clockBufferDepth = 2
cts-htree-levels = 2
numCtsBuffers = 5
cts_root_buf = clkbuf_8
clk_pin_slew_ns = 0.09
clk_latency_ns = 0.30

[cells_and_area]
drive_gt1_share_pct = 9.06
fill_cells = 792
fin_cells = 414
synthToLayoutAreaGrowth_pct = 30.8
utilization_pct = 41.1

[routing]
drt-pass1-iter-count = 4
dr_total_vias = 2046
drtIter0Drc = 116
via_per_inst = 4.94
ant_nets = 0
wl_um = 6310
wire_per_inst_um = 15.2
drc = 0
antenna_cells = 0

[place]
place_inst = 406
gp_congestion = 0.852
dpl.hpwl_um = 4680
port_buffers = 54

[flow_run]
cap_viol_max_count = 0
warnings = 25

[pwr]
leakage_nw = 1.15
p_total_mw = 1.80
vdd_drop_max_v = 0.000250
p_per_area_mw_per_mm2 = 526

[min_path]
hold_start = hh2.q[3]
min_path_type = register to register

[outcome]
status = completed
==> area by class of cell <==
type / count / area (sq um) / share of cell area, %
clock buffers: 7 / 86.3 / 2.52
clock inverters: 1 / 30.0 / 0.876
flip-flops and latches: 53 / 1290 / 37.5
multi-input cells: 175 / 1240 / 36.2
well taps: 105 / 131 / 3.83
repair buffers: 62 / 613 / 17.9
inverters: 11 / 41.3 / 1.20
==> power by group <==
part / switching, mW / internal [mW] / leakage, nW
combinational: 0.103 / 0.153 / 0.631
clock: 0.263 / 0.327 / 0.0585
sequential: 0.0627 / 0.896 / 0.459
total: 0.429 / 1.38 / 1.15
==> cell usage in the layout, fill, tap and decap left out, types with 2 or more instances in the layout <==
cell type	netlist	routed
a2111oi_2	2	2
a211oi_1	11	11
a21oi_1	9	9
a221oi_1	2	2
a31oi_1	2	2
a41o_1	2	2
buf_4	0	7
clkbuf_8	0	6
clkdlybuf4s50_1	0	54
dfxtp_1	26	26
dlxtn_1	3	3
edfxtp_1	24	24
inv_1	11	11
mux2_2	3	3
mux2i_1	3	3
nand2_1	15	15
nand2b_1	4	4
nand3_1	4	4
nand3b_1	3	3
nand4_1	7	7
nand4_4	2	2
nor2_1	19	19
nor2b_1	8	8
nor3_1	9	9
nor3_2	3	3
nor4_1	9	8
nor4_4	1	2
o211ai_1	2	2
o21ai_0	6	6
xnor2_1	23	23
xor2_1	14	14
==> routing by layer <==
metal  wire length, um  share of wire, %
met5                 0                 0
met4                29              0.46
met3               451               7.1
met2              2810                44
met1              3020                48
==> path summary, 6_finish.rpt <==
| check | end | slack, ns | cells after the start |
|---|---|---|---|
| worst max-delay path | ss[0] | 0.55 | 1 |
| worst min-delay path | hh2.q[3] | 0.59 | 2 |
| worst max register to register | mm2.q[3] | 0.65 | 4 |
| worst min register to register | hh2.q[3] | 0.59 | 2 |
==> flip-flops by register name, summed over array words and instances, names as in the netlist <==
register  cells
hh_al         8
alarm         1
next          2
mm2.q         4
mm1.q         4
ss2.q         4
ss_al         8
hh1.q         4
mm_al         8
hh2.q         4
ss1.q         4
present       2
==> cells by family (layout without fill, tap and decap cells) <==
kind of cell	after synthesis	after routing
AOI/OAI and AO/OA	44	44
xor gates and xnor gates	37	37
buffers and inverters	27	81
DFF	50	50
latches	3	3
muxes	6	6
and+or+nand+nor	88	88
==> through the flow <==
stage	setup WS (ns)	instance area [sq um]
CTS	0.535	3430
detailed placement	0.234	3310
global route	0.469	3430
global placement	0.250	3310
floorplan	0.278	2640
finish	0.546	3430
No activity file was given, so power comes from the tool's default toggle rates.
