==> ./design.v <==
`timescale 1ns / 1ps
module Counter(
    input clk,
    input rst,
    input enable,
    output [3:0] out
    );
    reg [3:0] count;
    always @ (posedge clk) begin
        if (rst)
            count <= 0;
        else begin
            if (enable)
                count <= count + 1;
            else
                count <= count;
        end
    end
    assign out = count;
endmodule
`timescale 1ns / 1ps
module Park_System(
    input clk,
    input rst,
    input sensor_front,
    input sensor_back,
    input in_enable,
    input [4:0] pass_digit,
    output open_gate,
    output green,
    output red,
    output [3:0] state,
    input [15:0] password
    );
    parameter IDLE = 0, WAIT = 1, RIGHT = 2, WRONG = 3, STOP = 4, HOLD = 5, HOLD2 = 6;
    wire [3:0] count;
    reg enable;
    reg reset;
    Counter cnt1 (clk, reset || rst, enable, count);
    reg [3:0] current, next;
    reg pass_rec;
    reg pass;
    reg [15:0] password_temp;
    reg green1, red1, open_gate1;
    always @ (posedge clk) begin
        if(rst)
            current <= IDLE;
        else
            current <= next;
    end
    always @ (*) begin
        casez ({current, sensor_front, sensor_back, pass_rec, pass})
            {IDLE, 1'b1, 1'b0, 1'bz, 1'bz}: next = WAIT;
            {WAIT, 1'bz, 1'bz, 1'b1, 1'b1}: next = RIGHT;
            {WAIT, 1'bz, 1'bz, 1'b1, 1'b0}: next = HOLD;
            {HOLD, 1'bz, 1'bz, 1'bz, 1'bz}: next = WRONG;
            {WRONG, 1'bz, 1'bz, 1'b1, 1'b1}: next = RIGHT;
            {WRONG, 1'bz, 1'bz, 1'b1, 1'b0}: next = HOLD;
            {RIGHT, 1'bz, 1'b0, 1'bz, 1'bz}: next = RIGHT;
            {RIGHT, 1'b1, 1'b1, 1'bz, 1'bz}: next = STOP;
            {RIGHT, 1'b0, 1'b1, 1'bz, 1'bz}: next = IDLE;
            {STOP, 1'bz, 1'bz, 1'b1, 1'b1}: next = RIGHT;
            {HOLD2, 1'bz, 1'bz, 1'bz, 1'bz}: next = STOP;
            {STOP, 1'bz, 1'bz, 1'b1, 1'b0}: next = HOLD2;
            default: next = current;
        endcase
    end
    always @ (*) begin
        case (current)
            IDLE: {red1, green1, open_gate1, enable, reset, pass_rec, pass} = {1'b0, 1'b0, 1'b0, 1'b0, 1'b1, 1'b0, 1'b0};
            WAIT: {red1, green1, open_gate1, enable, reset} = {1'b0, 1'b0, 1'b0,in_enable, 1'b0};
            HOLD: {red1, green1, open_gate1, enable, reset, pass_rec, pass} = {1'b0, 1'b0, 1'b0, 1'b0, 1'b1, 1'b0, 1'b0};
            HOLD2: {red1, green1, open_gate1, enable, reset, pass_rec, pass} = {1'b0, 1'b0, 1'b0, 1'b0, 1'b1, 1'b0, 1'b0};
            WRONG: {red1, green1, open_gate1, enable, reset} = {1'b1, 1'b0, 1'b0, in_enable, 1'b0};
            RIGHT: {red1, green1, open_gate1, enable, reset, pass_rec, pass} = {1'b0, 1'b1, 1'b1, 1'b0, 1'b1, 1'b0, 1'b0};
            STOP: {red1, green1, open_gate1, enable, reset} = {1'b1, 1'b0, 1'b1, in_enable, 1'b0};
        endcase    
    end
    always @ (posedge clk) begin
        pass_rec <= 0;
        if (current == WAIT || current == WRONG || current == STOP) begin
            if (count == 4) begin
                pass_rec <= 1;
                if (password_temp == password)
                    pass <= 1;
                else
                    pass <= 0;
            end
            else if (count == 0)
                password_temp[3:0] <= pass_digit;
            else if (count == 1)
                password_temp[7:4] <= pass_digit;
            else if (count == 2)
                password_temp[11:8] <= pass_digit;
            else if (count == 3)
                password_temp[15:12] <= pass_digit;
        end
    end
    assign state = current;
    assign red = red1;
    assign green = green1;
    assign open_gate = open_gate1; 
endmodule
==> ./run.sh <==
#!/bin/bash
# OpenROAD 26Q1-2900-gdf79404cd8, Yosys 0.63+post, stock flow scripts
make -C /OpenROAD-flow-scripts/flow DESIGN_CONFIG=/design/flow/config.mk WORK_HOME=/design/flow/orfs finish
==> ./config.mk <==
export PLATFORM = sky130hd
export DESIGN_NAME = Park_System
export DESIGN_NICKNAME = Park_System
export VERILOG_FILES = /design/flow/design.v
export SDC_FILE = /design/flow/constraint.sdc
export NUM_CORES = 4
export LEC_CHECK = 1
export CORE_AREA = 10 10 70 70
export DIE_AREA = 0 0 80 80
==> ./constraint.sdc <==
current_design Park_System

set clk_period 1.7
set clk_io_pct 0.2

create_clock -name clk0 -period $clk_period [get_ports {clk}]

set non_clock_inputs [all_inputs -no_clocks]
set_input_delay [expr $clk_period * $clk_io_pct] -clock clk0 $non_clock_inputs
set_output_delay [expr $clk_period * $clk_io_pct] -clock clk0 [all_outputs]
==> Changelog: implementation <==
### Implementation results

* Outcome: complete, no violations
* Die ar. at 0.00640 sq mm
* Crit start category: flop
* Top Layout Cells: clkdlybuf4s50_1 (9), nor2_1 (3), clkbuf_4 (3), dfxtp_1 (3), dlxtn_1 (3)
* Log Warnings at 47
* Skew-Pair Late Insertion Delay at 0.23 ns
* Endpoints left unconstrained at 6
* Worst-path clk slew at 0.04 ns
* Placement Setup Slack at 0.221 ns
* Complex Gates by Area at 15.2%
* Hold buffers post-CTS at 0
* Global Route Usage Sum at 1.92%
* Detailed placer's ending HPWL at 461 um
* N_diodes at 0
* Cts bufs inserted at 3
* DR WL/cell at 7.57 um
* Cell Area, Synth at 206 sq um
* Crit-path max FO at 8
* Area fraction in mux cells at 4.85%
* Number of port buffers at 9
* WS Path Type: reg -> out
* Synth Area in Adders at 0%
* Die extent in y at 80 um
* Max-cap violation count at 0
* Final Skew at 0.00159 ns
* Maximum number of pins on one net before global-route repair at 9
* Post-CTS Resized at 0
* Area Overhead vs Synth at 80.6%
* DR pass1 iterations at 3
* Slowest CP cell: clkdlybuf4s50_1
* Post-synthesis instance total at 23
* CTS tree: done
* Syn Area/Cell at 8.98 sq um
* Share of layout cells above drive strength 1 at 11.4%
* Via density at 2.41
* DRC at 0
* Post-Route WL at 613 um
* Vias at 195
* Hold Crit Class: reg -> reg
* Gpl congestion at 0.707
* Main logic family: simple AND/OR/NAND/NOR gates
* Worst-path cell chain: clkdlybuf4s50_1
* Pwr dens at 590 mW/mm^2
* Number of I/O pins at 33
* FP Rows at 21
* Slowest cell delay on critical path at 0.52 ns
* Setup tns final at 0 ns
* Period utilization at 89.9%
* Dominant logic cell type in the layout: clkdlybuf4s50_1
* Critical path data arrival time at 1.19 ns
* Highest clock rate at 654 MHz
* Post-Synth XOR/XNOR Area at 0%
* Slew Viols, Final at 0
* Buf/Inv on CP at 1
* Cell family with most CP delay: buffers and inverters
* GR Overflow Total at 0
* Worst setup EP type: output pin
* Count of final hold-check violations at 0
* DIE WIDTH at 80 um
* Setup Fix Bufs, Post-CTS at 0
* Yosys Chip Area at 206 sq um
* Register pins left without a clock at 3
* CTS root buf: clkbuf_4
* PnR worst setup slack at 0.172 ns
* Synth Warn # at 6
* Setup Viol. Count Final at 0
* Global-route wire length before repair at 959 um
* Routed Antenna Nets at 0
* Htree depth at 1
* Total core area at 0.00342 sq mm
* Max clock buf depth at 2
* Initial drt markers at 1
* Tmin final at 1.53 ns
* Initial antenna violation count at 0
* Number of global-route vias before repair at 209
* RSZ-0062 raised after global routing: false
* Synth cell types at 15
* Yosys simple share at 21.8%
* Post-synth regs at 6
* Fp util at 6.04%
* Lkg Pwr at 0.128 nW
* Ys cells at 23
* Worst path required time at 1.36 ns
* Worst VDD drop at 118 uV
report_power, final:
| group | internal (mW) | leakage (nW) | switching (mW) |
|---|---|---|---|
| combinational | 0.0116 | 0.0661 | 0.00657 |
| clock | 0.0881 | 0.0150 | 0.0389 |
| sequential | 0.0725 | 0.0473 | 0.00231 |
| total | 0.172 | 0.128 | 0.0478 |
worst paths after layout:
check	slack, ns	end	start	cells after the start
hold / removal	0.55	current[2]	current[0]	1
setup / recovery	0.17	state[2]	current[2]	1
setup reg to reg	0.58	current[0]	current[1]	2
hold reg to reg	0.55	current[2]	current[0]	1
state kept, by name (all words and copies together), names as in the netlist:
name,count
green1,1
open_gate1,1
red1,1
current,3
per-layer routing:
| metal | share of wire (%) | track usage, % | up-vias | wire length (um) |
|---|---|---|---|---|
| li1 | - | - | 101 | - |
| met1 | 45 | 1.93 | 85 | 278 |
| met2 | 37 | 2.73 | 9 | 229 |
| met3 | 17 | 1.82 | 0 | 105 |
| met4 | 0 | 0.704 | 0 | 0 |
| met5 | 0 | 0 | - | 0 |
cell type report:
cell class                      instances  area (sq um)
Clock buffer                            4          26.3
Fill cell                             399          3040
Inverter                                1          3.75
Multi-Input combinational cell         15          90.1
Sequential cell                         6           105
Tap cell                               46          57.6
Timing Repair Buffer                    9          90.1
cell usage after synthesis, drive strengths merged:
cell / instances / share of area, %
a211oi: 2 / 7.3
nor2: 3 / 5.5
inv: 1 / 1.8
buf: 1 / 3.6
dfxtp: 3 / 29
nand2b: 1 / 3.0
conb: 1 / 1.8
or2b: 1 / 3.6
a21oi: 2 / 4.8
dlxtn: 3 / 22
a31oi: 1 / 3.0
mux2i: 1 / 4.8
or2: 1 / 3.0
or4b: 1 / 4.8
nand2: 1 / 1.8
kinds of logic (layout without fill, tap and decap cells):
kind of cell | Yosys count | after routing
and+or+nand+nor | 8 | 8
AOI/OAI and AO/OA | 5 | 5
DFF | 3 | 3
latches | 3 | 3
buffers and inverters | 2 | 14
other | 1 | 1
muxes | 1 | 1
through the flow:
stage	hold slack [ns]	util, %	power [mW]	std cells	area [sq um]
floorplan	0.409	-	0.0817	23	206
global placement	0.524	10.1	0.0929	77	347
detailed placement	0.532	10.1	0.0935	77	347
CTS	0.537	10.9	0.228	81	373
global route	0.572	10.9	0.236	81	373
finish	0.551	10.9	0.220	81	373
Power is estimated from default activity; no workload was simulated.
